==> design.v <==
module FeistelKeydec (input [79:0] key_in, output reg [79:0] key_out);
always @(*)  begin
key_out[15:0]  = key_in[79:64];
key_out[31:16] = key_in[15:0] ^ {key_in[71:64],key_in[79:72]};
key_out[47:32] = key_in[31:16];
key_out[63:48] = key_in[47:32];
key_out[79:64] = key_in[63:48] ^ {key_in[35:32],key_in[47:36]};
end
endmodule 
module FeistelKey (input [79:0] key_in, output reg [79:0] key_out);
always @(*)  begin
 key_out[15:0]  = {key_in[7:0],key_in[15:8]} ^ key_in[31:16];
 key_out[31:16] = key_in[47:32];
 key_out[47:32] = key_in[63:48];
 key_out[63:48] = key_in[79:64] ^ {key_in[51:48],key_in[63:52]};
 key_out[79:64] = key_in[15:0];
end
endmodule
module RCupdate (input [4:0] RC,output reg [4:0] out);
always @(*)  begin
 out[0] = RC[4] ^ RC[2];
 out[4:1] = RC [3:0];
end
endmodule
module RCUpdatedec (input [4:0] RC,output reg [4:0] out);
always @(*)  begin
 out[4] = RC[0] ^ RC[3];
 out[3:0] = RC [4:1];
end
endmodule
module Reg_update (input [63:0]intext , input [63:0] text,input [63:0] dectext,
                   input [79:0]inkey , input [79:0] key,input [79:0] deckey,
		   input clk, input R,input ED, input [4:0] RC_out,input [4:0] decRC_out,
                   output reg [63:0] regtext,
                   output reg [79:0] regkey, output reg [4:0]i, output reg [4:0] RC);
always @(posedge clk)
begin
if (R ==1)
begin
i=0;
if (ED ==1)begin
regtext = intext;
regkey = inkey;
RC = 5'b00001;
end
else if (ED ==0) begin
regtext = intext ^ inkey[63:0];
regkey = inkey;
RC = 5'b11101;
end
end
else
begin
i=i+1;
if (ED ==1) begin
regtext = text;
regkey=key;
RC = RC_out;
end
else if (ED ==0) begin
regtext = dectext;
regkey = deckey;
RC = decRC_out;
end
end
end
endmodule
module SBOX_key (input [79:0] key , output [79:0] key_up1);
assign key_up1[15:4] = key[15:4];
assign key_up1[31:20] = key[31:20];
assign key_up1[47:36] = key[47:36];
assign key_up1[79:52] = key[79:52];
sbox sbk1 ({key[48],key[32],key[16],key[0]},{key_up1[48],key_up1[32],key_up1[16],key_up1[0]});
sbox sbk2 ({key[49],key[33],key[17],key[1]},{key_up1[49],key_up1[33],key_up1[17],key_up1[1]});
sbox sbk3 ({key[50],key[34],key[18],key[2]},{key_up1[50],key_up1[34],key_up1[18],key_up1[2]});
sbox sbk4 ({key[51],key[35],key[19],key[3]},{key_up1[51],key_up1[35],key_up1[19],key_up1[3]});
endmodule
module Sbox_text (input [63:0] out_ARK , output [63:0] out_sb);
sbox sb1  ({out_ARK[48],out_ARK[32],out_ARK[16],out_ARK[0]}, {out_sb[48],out_sb[32],out_sb[16],out_sb[0]});
sbox sb2  ({out_ARK[49],out_ARK[33],out_ARK[17],out_ARK[1]}, {out_sb[49],out_sb[33],out_sb[17],out_sb[1]});
sbox sb3  ({out_ARK[50],out_ARK[34],out_ARK[18],out_ARK[2]}, {out_sb[50],out_sb[34],out_sb[18],out_sb[2]});
sbox sb4  ({out_ARK[51],out_ARK[35],out_ARK[19],out_ARK[3]}, {out_sb[51],out_sb[35],out_sb[19],out_sb[3]});
sbox sb5  ({out_ARK[52],out_ARK[36],out_ARK[20],out_ARK[4]}, {out_sb[52],out_sb[36],out_sb[20],out_sb[4]});
sbox sb6  ({out_ARK[53],out_ARK[37],out_ARK[21],out_ARK[5]}, {out_sb[53],out_sb[37],out_sb[21],out_sb[5]});
sbox sb7  ({out_ARK[54],out_ARK[38],out_ARK[22],out_ARK[6]}, {out_sb[54],out_sb[38],out_sb[22],out_sb[6]});
sbox sb8  ({out_ARK[55],out_ARK[39],out_ARK[23],out_ARK[7]}, {out_sb[55],out_sb[39],out_sb[23],out_sb[7]});
sbox sb9  ({out_ARK[56],out_ARK[40],out_ARK[24],out_ARK[8]}, {out_sb[56],out_sb[40],out_sb[24],out_sb[8]});
sbox sb10 ({out_ARK[57],out_ARK[41],out_ARK[25],out_ARK[9]}, {out_sb[57],out_sb[41],out_sb[25],out_sb[9]});
sbox sb11 ({out_ARK[58],out_ARK[42],out_ARK[26],out_ARK[10]},{out_sb[58],out_sb[42],out_sb[26],out_sb[10]});
sbox sb12 ({out_ARK[59],out_ARK[43],out_ARK[27],out_ARK[11]},{out_sb[59],out_sb[43],out_sb[27],out_sb[11]});
sbox sb13 ({out_ARK[60],out_ARK[44],out_ARK[28],out_ARK[12]},{out_sb[60],out_sb[44],out_sb[28],out_sb[12]});
sbox sb14 ({out_ARK[61],out_ARK[45],out_ARK[29],out_ARK[13]},{out_sb[61],out_sb[45],out_sb[29],out_sb[13]});
sbox sb15 ({out_ARK[62],out_ARK[46],out_ARK[30],out_ARK[14]},{out_sb[62],out_sb[46],out_sb[30],out_sb[14]});
sbox sb16 ({out_ARK[63],out_ARK[47],out_ARK[31],out_ARK[15]},{out_sb[63],out_sb[47],out_sb[31],out_sb[15]});
endmodule
module Top_Mod (input [63:0] plaintext, input[79:0] inkey,
                input clk,input R,input ED,
                output reg [63:0] output_text
		);
wire [63:0] text;
wire [63:0] dectext;
wire [79:0] key;
wire [79:0] deckey;
wire [4:0] RC_out;
wire [4:0] decRC_out;
wire [63:0] regtext;
wire [79:0] regkey;
wire [4:0] i;
wire [4:0] RC;
wire  [63:0] ciphertext;
wire  [63:0] out_text;
Reg_update reg1 (plaintext ,text,dectext, inkey ,key,deckey,clk, R,ED,RC_out,decRC_out,regtext, regkey,i,RC);
text_update tex1 (regtext,regkey[63:0],i,text,ciphertext);
key_update kep1(regkey, RC, key);
key_updatedec kepd1(regkey,RC,deckey);
text_updatedec textdec1 (regtext,deckey[63:0],i,dectext,out_text);
RCupdate RCp1 (RC,RC_out);
RCUpdatedec RCpd1 (RC,decRC_out);
always @(*) begin
if (ED == 1) output_text = ciphertext;
else output_text = out_text;
end
endmodule 
 module key_update (input [79:0]key, input [4:0] RC,
                    output[79:0]out_key);
wire [79:0] skey;
wire [79:0] fkey;
SBOX_key sk1 (key,skey);
FeistelKey fk1 (skey,fkey);
assign out_key[79:5] = fkey[79:5];
assign out_key [4:0] = RC ^ fkey [4:0];
endmodule 
 module key_updatedec (input [79:0]key, input [4:0] RC,
                    output[79:0]out_key);
wire [79:0] Xkey;
wire [79:0] fkey;
assign Xkey[79:5] = key[79:5];
assign Xkey [4:0] = RC ^ key [4:0];
FeistelKeydec fk1 (Xkey,fkey);
sbox_keydec sk1 (fkey,out_key);
endmodule 
module sbox (input [3:0] data_in, output reg [3:0] data_out);
  always@(*) begin
   case (data_in)
        4'b0000:
          data_out=4'b0110;
	4'b0001:begin
        data_out=4'b0101;
                end
        4'b0010:begin
         data_out=4'b1100;
                end
        4'b0011:begin
        data_out=4'b1010;
                end
        4'b0100:begin
        data_out=4'b0001;
                end
        4'b0101:begin
       data_out=4'b1110;
                end
        4'b0110:begin
       data_out=4'b0111;
                end
        4'b0111:begin
         data_out=4'b1001;
                end
        4'b1000:begin
          data_out=4'b1011;
                end
        4'b1001:begin
         data_out=4'b0000;
                end
        4'b1010:begin
          data_out=4'b0011;
                end
        4'b1011:begin
         data_out=4'b1101;
                end
        4'b1100:begin
      data_out=4'b1000;
                end
        4'b1101:begin
        data_out=4'b1111;
                end
        4'b1110:begin
        data_out=4'b0100;
                end
        4'b1111:begin
      data_out=4'b0010;
                end
    endcase
end
endmodule
module sbox_dec (input [3:0] data_in, output reg [3:0] data_out);
  always@(*) begin
   case (data_in)
        4'b0000:
          data_out=4'b1001;
	4'b0001:begin
        data_out=4'b0100;
                end
        4'b0010:begin
         data_out=4'b1111;
                end
        4'b0011:begin
        data_out=4'b1010;
                end
        4'b0100:begin
        data_out=4'b1110;
                end
        4'b0101:begin
       data_out=4'b0001;
                end
        4'b0110:begin
       data_out=4'b0000;
                end
        4'b0111:begin
         data_out=4'b0110;
                end
        4'b1000:begin
          data_out=4'b1100;
                end
        4'b1001:begin
         data_out=4'b0111;
                end
        4'b1010:begin
          data_out=4'b0011;
                end
        4'b1011:begin
         data_out=4'b1000;
                end
        4'b1100:begin
      data_out=4'b0010;
                end
        4'b1101:begin
        data_out=4'b1011;
                end
        4'b1110:begin
        data_out=4'b0101;
                end
        4'b1111:begin
      data_out=4'b1101;
                end
    endcase
end
endmodule
module sbox_keydec (input [79:0] key , output [79:0] key_up1);
assign key_up1[15:4] = key[15:4];
assign key_up1[31:20] = key[31:20];
assign key_up1[47:36] = key[47:36];
assign key_up1[79:52] = key[79:52];
sbox_dec sbkc1 ({key[48],key[32],key[16],key[0]},{key_up1[48],key_up1[32],key_up1[16],key_up1[0]});
sbox_dec sbkc2 ({key[49],key[33],key[17],key[1]},{key_up1[49],key_up1[33],key_up1[17],key_up1[1]});
sbox_dec sbkc3 ({key[50],key[34],key[18],key[2]},{key_up1[50],key_up1[34],key_up1[18],key_up1[2]});
sbox_dec sbkc4 ({key[51],key[35],key[19],key[3]},{key_up1[51],key_up1[35],key_up1[19],key_up1[3]});
endmodule
module sbox_textdec (input [63:0] out_ARK , output [63:0] out_sb);
sbox_dec sbc1  ({out_ARK[48],out_ARK[32],out_ARK[16],out_ARK[0]}, {out_sb[48],out_sb[32],out_sb[16],out_sb[0]});
sbox_dec sbc2  ({out_ARK[49],out_ARK[33],out_ARK[17],out_ARK[1]}, {out_sb[49],out_sb[33],out_sb[17],out_sb[1]});
sbox_dec sbc3  ({out_ARK[50],out_ARK[34],out_ARK[18],out_ARK[2]}, {out_sb[50],out_sb[34],out_sb[18],out_sb[2]});
sbox_dec sbc4  ({out_ARK[51],out_ARK[35],out_ARK[19],out_ARK[3]}, {out_sb[51],out_sb[35],out_sb[19],out_sb[3]});
sbox_dec sbc5  ({out_ARK[52],out_ARK[36],out_ARK[20],out_ARK[4]}, {out_sb[52],out_sb[36],out_sb[20],out_sb[4]});
sbox_dec sbc6  ({out_ARK[53],out_ARK[37],out_ARK[21],out_ARK[5]}, {out_sb[53],out_sb[37],out_sb[21],out_sb[5]});
sbox_dec sbc7  ({out_ARK[54],out_ARK[38],out_ARK[22],out_ARK[6]}, {out_sb[54],out_sb[38],out_sb[22],out_sb[6]});
sbox_dec sbc8  ({out_ARK[55],out_ARK[39],out_ARK[23],out_ARK[7]}, {out_sb[55],out_sb[39],out_sb[23],out_sb[7]});
sbox_dec sbc9  ({out_ARK[56],out_ARK[40],out_ARK[24],out_ARK[8]}, {out_sb[56],out_sb[40],out_sb[24],out_sb[8]});
sbox_dec sbc10 ({out_ARK[57],out_ARK[41],out_ARK[25],out_ARK[9]}, {out_sb[57],out_sb[41],out_sb[25],out_sb[9]});
sbox_dec sbc11 ({out_ARK[58],out_ARK[42],out_ARK[26],out_ARK[10]},{out_sb[58],out_sb[42],out_sb[26],out_sb[10]});
sbox_dec sbc12 ({out_ARK[59],out_ARK[43],out_ARK[27],out_ARK[11]},{out_sb[59],out_sb[43],out_sb[27],out_sb[11]});
sbox_dec sbc13 ({out_ARK[60],out_ARK[44],out_ARK[28],out_ARK[12]},{out_sb[60],out_sb[44],out_sb[28],out_sb[12]});
sbox_dec sbc14 ({out_ARK[61],out_ARK[45],out_ARK[29],out_ARK[13]},{out_sb[61],out_sb[45],out_sb[29],out_sb[13]});
sbox_dec sbc15 ({out_ARK[62],out_ARK[46],out_ARK[30],out_ARK[14]},{out_sb[62],out_sb[46],out_sb[30],out_sb[14]});
sbox_dec sbc16 ({out_ARK[63],out_ARK[47],out_ARK[31],out_ARK[15]},{out_sb[63],out_sb[47],out_sb[31],out_sb[15]});
endmodule
module shiftrow1 (input [63:0] data_in, output reg [63:0] data_out);
always @(*)
begin
 data_out[15:0] = data_in[15:0];
 data_out[31:16] = {data_in[30:16],data_in[31]} ;
 data_out[47:32] = {data_in[35:32],data_in[47:36]} ;
 data_out[63:48] = {data_in[50:48],data_in[63:51]} ;
end
endmodule
module shiftrow1dec (input [63:0] data_in, output reg [63:0] data_out);
always @(*)
begin
 data_out[15:0] = data_in[15:0];
 data_out[31:16] = {data_in[16],data_in[31:17]} ;
 data_out[47:32] = {data_in[43:32],data_in[47:44]} ;
 data_out[63:48] = {data_in[60:48],data_in[63:61]} ;
end
endmodule
 module text_update (input [63:0]text,input[63:0]key,input[4:0]i,
           output[63:0]out_comp,output reg[63:0]cipher_text
		);
wire [63:0] Ark;
wire [63:0] Out_sb;
assign Ark = text ^key;
always @(*) begin
if (i==5'b11001) begin
cipher_text[63:0] = Ark[63:0];
end
end
Sbox_text s1 (Ark ,Out_sb);
shiftrow1 SR1 (Out_sb, out_comp);
endmodule
 module text_updatedec (input [63:0]text,input[63:0]key,input[4:0]i,
           output[63:0]out_comp,output reg[63:0]out_text
		);
wire [63:0] Prk;
wire [63:0] Out_sb;
shiftrow1dec SRC1 (text, Prk);
sbox_textdec sc1 (Prk ,Out_sb);
assign out_comp = Out_sb ^ key;
always @(*) begin
if (i==5'b11000) begin
out_text[63:0] = out_comp[63:0];
end
end
endmodule
==> run.sh <==
#!/bin/bash
# OpenROAD 26Q1-2900-gdf79404cd8, Yosys 0.63+post, stock flow scripts
make -C /OpenROAD-flow-scripts/flow DESIGN_CONFIG=/design/flow/config.mk WORK_HOME=/design/flow/orfs finish
==> config.mk <==
export PLATFORM = sky130hd
export DESIGN_NAME = Top_Mod
export DESIGN_NICKNAME = Top_Mod
export VERILOG_FILES = /design/flow/design.v
export SDC_FILE = /design/flow/constraint.sdc
export NUM_CORES = 4
export LEC_CHECK = 1
export CORE_UTILIZATION = 50
==> constraint.sdc <==
current_design Top_Mod

set clk_period 9.9
set clk_io_pct 0.2

create_clock -name clk0 -period $clk_period [get_ports {clk}]

set non_clock_inputs [all_inputs -no_clocks]
set_input_delay [expr $clk_period * $clk_io_pct] -clock clk0 $non_clock_inputs
set_output_delay [expr $clk_period * $clk_io_pct] -clock clk0 [all_outputs]
==> summary.txt <==
Item: results of the latest flow run.

- The run finished with clean final reports.
- The number of cells on the worst hold path is 1.
- Setup repair after global routing left no endpoint under its margin.
- The tool flagged a number of max-cap violations equal to 0.
- Per STA, the worst path accumulates the most delay in the family buffers and inverters.
- Global routing used 29.9% of the available tracks across all layers.
- Per the timing report, the achievable frequency comes out to around 0.16 GHz.
- The number of resized instances in the post-cts repair step is 0.
- The logs give a warning total of between 100 and 150.
- The count of library flops with an enable pin is 0.
- Using the TritonRoute via totals, the vias-per-cell ratio works out to around 5.4.
- TritonCTS built the clock tree.
- The kind of launch point of the worst setup path is a primary input.
- The number of placed instances with taps included is roughly 2900.
- Overall power consumption after layout is estimated at 7.54 mW.
- The worst reg2reg path depth is 12.
- The die area is roughly 41000 sq um.
- The routability congestion estimate from global placement is about 0.9.
- The setup clock skew after layout is between 20 and 25 ps.
- The count of TritonRoute iterations in the first routing pass is 5.
- The slowest stage cell on the critical path is sky130_fd_sc_hd__buf_4.
- Yosys stat counts about 2200 cells in the synthesized netlist.
- The maximum root-to-sink buffer count is 3.
- The final worst-path setup slack is 3530 ps.
- The timer found about 130 register pins that no clock reaches; their paths are not timed.
- After floorplanning, the core was sized to cover 39000 sq um.
- The count of input and output buffers is 210.
- At the worst endpoint, the arrival time is approximately 4400 ps.
- The post-CTS hold buffer count recorded in the log is 0.
- Max-slew check failures listed in the final report amount to 0.
- In this run the critical register-to-register path is launched from reg1.regkey[1].
- Per the detail_route report, the via count comes to around 16000.
- The minimum clock period after layout is approximately 6400 ps.
- The maximum single-stage delay on the critical path is 630 ps.
- For this run, asynchronously set or reset flops after synthesis account for 0%.
- The relative area change from synthesis to final layout is 17.5%.
- Yosys reports a chip area of between 15000 and 20000 sq um.
- Clock tree synthesis selected as its root buffer the cell sky130_fd_sc_hd__clkbuf_16.
- The worst path required time is between 7000 and 8000 ps.
- The number of antenna violations at the first check in global routing is 1.
- The HPWL after detailed placement is around 44000 um.
- The total routed wirelength is slightly below 60000 um.
- 0 antenna diodes ended up in the layout.
- For this run the aggregate overflow at the end of global routing stands at 0.
- The clock buffer count from CTS is 29.
- The setup-violating endpoint count in the final report is 0.
- The final cell utilization of the core is around three fifths.
- The worst path uses 64.4% of the clock period.
- In this run the number of H-tree levels came out at 1.
- The number of warnings printed during yosys synthesis is 12.
- The number of different library cells used by synthesis comes to between 80 and 90.
- For the final routed database, the setup TNS stands at 0 ps.
- The static leakage is between 10 and 15 nW.
- The post-CTS clock slew at the launch and capture registers of the worst setup and hold paths is approximately 50 ps.
- The vertical die dimension is ~200 um.
- Total power normalized to cell area comes to 321 nW/um^2.
- The synthesis stat section lists a flop and latch total of 362.
- The end of the worst register-to-register path is kep1.sk1.sbk2.data_out[1].
- The most critical hold endpoint after final layout shows a slack of ~470 ps.
- The critical path goes through clkbuf_8, buf_4, buf_4, mux2_2, clkdlybuf4s50_1.
- The worst setup path is captured at an output pin.
- The maximum number of pins on one net before global-route repair is 116.
- The area fraction of the largest cell type after synthesis is 23.4%.
- The count of endpoints without a timing constraint is ~130.
- Checking hold timing, the worst path is listed with class reg -> reg.
- In the layout the commonest cells are 234 x sky130_fd_sc_hd__dfxtp_1, 208 x sky130_fd_sc_hd__clkdlybuf4s50_1, 172 x sky130_fd_sc_hd__nor2_1.
- The final count of hold timing violations is 0.
- The biggest area contributor in the post-synthesis netlist is sky130_fd_sc_hd__dfxtp_1.
- The register-to-register path setup slack is ~6200 ps.
- Looking at hold timing, the worst path starts from reg1.i[0].
- The maximum vdd drop is ~0.24 mV.
- Looking at the cell usage after synthesis, the top flip-flop cell is sky130_fd_sc_hd__dfxtp_1.
- The summed instance area of the synthesized netlist is between 15000 and 20000 sq um.
- The most common logic cell in the final layout is sky130_fd_sc_hd__dfxtp_1.
- STA lists the maximum fanout along the critical path as around 56.
- The detailed router finished its first iteration with approximately 900 violations.
- The boundary pin count is between 200 and 250.
- The share of the core area taken by cells at floorplan is about half.
- The timing report notes that buffer and inverter cells on the critical path total 4.
- Per the OpenROAD floorplan log, the width of the die is 202 um.
- The number of setup buffers added after CTS is 0.
- The most repeated library cell on the critical path is sky130_fd_sc_hd__buf_4.
- The transition time recorded at the tightest slew-check pin is between 800 and 900 ps.
- The finished cells cover ~23000 sq um.
- The clock reaches the later pin of the worst-skew pair after between 500 and 600 ps.
- The fraction of final layout cells with drive strength greater than 1 is 10.1%.
- The layout filler cell count is 3310.
- The total placed instance area is 22500 sq um.
- The via count of the first global-routing pass was ~15000.
- A synthesized cell averages around 9 sq um.
- The critical path in this run is classified as in -> out.
- The number of DRC violations after detailed routing is 0.
- The relative max-transition margin is 40.4%.
- The path with the worst hold slack has its endpoint at reg1.i[0].
- The count of nets left with antenna violations once routing finished came out at 0.
- The first global-routing pass estimated 89800 um of wire.
- The count of mapped cells out of synthesis is ~2200.
- In this run the core area contains between 70 and 80 standard-cell rows.
- Per the post-place timing report, worst setup slack is around 3600 ps.
- Dividing the detail-routed wire length by the instance count gives a little over 20 um.
- The synthesis report lists the most area-consuming cells as sky130_fd_sc_hd__dfxtp_1 23%, sky130_fd_sc_hd__dlxtn_1 9.6%, sky130_fd_sc_hd__ha_1 9.6%.
- Leaving out filler cells and counting taps, the final layout contains approximately 2900.
## final cells by class
class                      count  area, sq um  share of cell area (%)
multi-input combinational   1608        12400                    52.8
tap                          518          648                    2.76
clock inverter                14          199                   0.847
timing repair buffer         235         2310                    9.83
sequential                   362         6610                    28.1
clock buffer                  39          813                    3.46
inverter                     135          509                    2.17
## cell usage after synthesis (5+ instances only)
library cell / instances
sky130_fd_sc_hd__a221o_1: 8
sky130_fd_sc_hd__mux2i_1: 158
sky130_fd_sc_hd__buf_1: 9
sky130_fd_sc_hd__a31o_2: 5
sky130_fd_sc_hd__o21a_1: 9
sky130_fd_sc_hd__o31ai_1: 5
sky130_fd_sc_hd__and3_1: 7
sky130_fd_sc_hd__xor2_1: 101
sky130_fd_sc_hd__xor2_2: 16
sky130_fd_sc_hd__mux2_2: 98
sky130_fd_sc_hd__dlxtn_1: 128
sky130_fd_sc_hd__nor2_1: 172
sky130_fd_sc_hd__inv_2: 7
sky130_fd_sc_hd__nand2_1: 149
sky130_fd_sc_hd__a311oi_1: 5
sky130_fd_sc_hd__o21ai_1: 6
sky130_fd_sc_hd__or3_1: 6
sky130_fd_sc_hd__a211oi_1: 35
sky130_fd_sc_hd__o211a_1: 7
sky130_fd_sc_hd__a2bb2oi_1: 8
sky130_fd_sc_hd__a21o_1: 9
sky130_fd_sc_hd__inv_1: 128
sky130_fd_sc_hd__a31oi_1: 40
sky130_fd_sc_hd__and2_1: 10
sky130_fd_sc_hd__nor3_1: 16
sky130_fd_sc_hd__ha_1: 153
sky130_fd_sc_hd__xnor2_1: 141
sky130_fd_sc_hd__a211o_1: 7
sky130_fd_sc_hd__a22oi_1: 5
sky130_fd_sc_hd__nand3_1: 22
sky130_fd_sc_hd__nand2b_1: 21
sky130_fd_sc_hd__a221oi_1: 6
sky130_fd_sc_hd__dfxtp_1: 234
sky130_fd_sc_hd__o211ai_1: 28
sky130_fd_sc_hd__o21ai_0: 121
sky130_fd_sc_hd__buf_2: 37
sky130_fd_sc_hd__a21oi_1: 105
sky130_fd_sc_hd__nor2b_1: 18
sky130_fd_sc_hd__clkbuf_1: 65
sky130_fd_sc_hd__o32ai_1: 7
sky130_fd_sc_hd__nand3b_1: 11
## power by group
group / total [mW] / internal, mW / switching (mW)
registers: 2.19 / 1.77 / 0.424
logic: 4.21 / 2.02 / 2.20
clock network: 1.13 / 0.702 / 0.425
total: 7.54 / 4.49 / 3.05
## layer usage
metal	vias to the layer above	wire length (um)	global-route usage, %
li1	7938	-	-
met1	7340	28000	46.4
met2	487	25000	43.2
met3	71	4710	7.56
met4	2	1480	6.25
met5	-	9	0
## how the worst max path moves through the flow
stage     startpoint              end  slack, ps  cells after the start
6_report          ED  output_text[43]       3530                      5
5_1_grt           ED  output_text[12]       3410                      5
4_1_cts           ED  output_text[43]       3550                      5
## state kept, by name (all words and copies together), names as in the netlist, 5 cells and up
name,cells
reg1.regkey,80
reg1.regtext,64
tex1.cipher_text,64
textdec1.out_text,64
reg1.RC,5
reg1.i,5
## worst reg2reg max path, delay by kind of cell (launching register included)
kind / cells / cell delay (ps)
adder cells (fa/ha/maj): 2 / 590
AND-OR/OR-AND: 4 / 1240
flip-flops: 1 / 360
multiplexers: 1 / 120
AND/OR/NAND/NOR: 2 / 480
XOR/XNOR: 1 / 500
buffers and inverters: 2 / 290
## cells by family after synthesis
| group | share of synthesized area [%] |
|---|---|
| compound gates | 15.8 |
| xor+xnor | 12.6 |
| fa+ha+maj | 9.57 |
| buf+inv | 4.96 |
| flops | 23.4 |
| latches | 9.60 |
| mux | 13.9 |
| simple gates | 10.2 |
Power is estimated from default activity; no workload was simulated.
